--- design/flow/run.sh ---
#!/bin/bash
# OpenROAD 26Q1-2900-gdf79404cd8, Yosys 0.63+post, stock flow scripts
make -C /OpenROAD-flow-scripts/flow DESIGN_CONFIG=/design/flow/config.mk WORK_HOME=/design/flow/orfs finish
--- design/flow/config.mk ---
export PLATFORM = sky130hd
export DESIGN_NAME = BRAM_36
export DESIGN_NICKNAME = BRAM_36
export VERILOG_FILES = /design/flow/design.v
export SDC_FILE = /design/flow/constraint.sdc
export NUM_CORES = 4
export LEC_CHECK = 1
export CORE_UTILIZATION = 40
--- design/flow/constraint.sdc ---
current_design BRAM_36

set clk_period 5.7
set clk_io_pct 0.2

create_clock -name clk0 -period $clk_period [get_ports {clk}]

set non_clock_inputs [all_inputs -no_clocks]
set_input_delay [expr $clk_period * $clk_io_pct] -clock clk0 $non_clock_inputs
set_output_delay [expr $clk_period * $clk_io_pct] -clock clk0 [all_outputs]
--- design/flow/design.v ---
`timescale 1ns / 1ps
module BRAM_36(
    input clk, 
    input write_en,                 
    input [5:0] write_addr,          
    input [12:0] write_data,        
    input read_en,                   
    input [5:0] read_addr,           
    output reg [12:0] read_data      
);
    reg [12:0] memory [0:35];
    always @(posedge clk) begin
        if (write_en) begin
            memory[write_addr] <= write_data; 
        end
    end
    always @(posedge clk) begin
        if (read_en) begin
            read_data <= memory[read_addr]; 
        end else begin
            read_data <= 0; 
        end
    end
endmodule
==> impl_metrics.env <==
# physical design summary
export IMPL_status="finished, final reports clean"
export IMPL_clock_latency_ns=0.57
export IMPL_ys_flops=481
export IMPL_ant_nets=0
export IMPL_synthTopCellsByArea="edfxtp_1 (75%), mux4_2 (6.9%), mux2i_1 (5.0%), mux4_1 (3.2%), dfxtp_1 (1.4%)"
export IMPL_setup_viol=0
export IMPL_io_buffer_count=40
export IMPL_power_density_nw_per_um2=344
export IMPL_ios=41
export IMPL_antenna_found_initial=0
export IMPL_irDropWorstVdd_v=0.000206
export IMPL_place_congestion=0.912
export IMPL_ys_warn_count=1
export IMPL_period_used_pct=52.7
export IMPL_total_power_w=0.00737
export IMPL_worstPathRequired_ns=5.97
export IMPL_areaGrowthSynthToFinish_pct=15.2
export IMPL_grt_pass1_wl_um=61900
export IMPL_viasPerCell=5.49
export IMPL_grt_pass1_vias=9548
export IMPL_rsz0062_at_grt="false"
export IMPL_worstSetupPathType="in2reg"
export IMPL_drtIter0Drc=593
export IMPL_cts_tree="yes"
export IMPL_chipWidth_um=218
export IMPL_worstMarginPinSlew_ns=0.762
export IMPL_fmaxAchievable_ghz=0.333
export IMPL_p_leak_nw=7.02
export IMPL_cts_resized_gates=0
export IMPL_clk_pin_slew_ns=0.06
export IMPL_skew_ns=0.0197
export IMPL_hold_path_class="reg2reg"
export IMPL_warnings=25
export IMPL_synth_top_cell_area_share_pct=75.5
export IMPL_finalHoldViolations=0
export IMPL_rows=78
export IMPL_chipArea_um2=47400
export IMPL_numCtsBuffers=50
export IMPL_clock_sink_count=481
export IMPL_syn_avg_cell_area_um2=20.7
export IMPL_crit_arrival_ns=3.27
export IMPL_postSynthCellCount=900
export IMPL_top_area_cell="edfxtp_1"
export IMPL_hp_start="memory[22][1]"
export IMPL_ys_chip_area_um2=18600
export IMPL_dp_hpwl_um=25900
export IMPL_avgRoutedWirePerCell_um=25.5
export IMPL_cp_start_kind="input port"
export IMPL_grt_overflow_total=0
export IMPL_yosysSeqAreaShare_pct=76.9
export IMPL_cap_violations=0
export IMPL_dr_pass1_iters=5
export IMPL_cts_hold_fix_buffers=0
export IMPL_yosysUniqueCellTypes=41
export IMPL_grtUsageTotal_pct=19.9
export IMPL_die_h_um=218
export IMPL_critPathCaptureType="register"
export IMPL_drive_above_1_share_pct=18.0
export IMPL_setup_tns_ns=0
export IMPL_htreeDepth=2
export IMPL_num_fill_cells=3788
export IMPL_routed_wl_um=41800
export IMPL_num_antenna_cells=0
export IMPL_netlist_area_um2=18600
export IMPL_initCoreUtil_pct=40.8
export IMPL_grt_max_degree=95
export IMPL_slew_headroom_pct=49.2
export IMPL_post_cts_buffers=0
export IMPL_crit_fanout=9
export IMPL_num_vias=9000
export IMPL_min_period_ns=3.00
export IMPL_drc=0
export IMPL_cts_root_buf="clkbuf_16"
export IMPL_ys_cells=900
export IMPL_core_area_um2=45700
export IMPL_crit_start="write_en"
export IMPL_drv_slew=0
export IMPL_cts_buffer_depth=3
export IMPL_reg2reg_from="memory[30][3]"
==> power breakdown <==
| part | internal, W | total [W] | leakage (nW) | switching (W) |
|---|---|---|---|---|
| clock | 0.00181 | 0.00308 | 0.757 | 0.00126 |
| combinational | 0.000145 | 0.000363 | 1.95 | 0.000217 |
| sequential | 0.00391 | 0.00393 | 4.32 | 0.0000143 |
==> registers in the layout, summed over array words and instances (netlist names) <==
| signal | cells |
|---|---|
| memory | 468 |
| read_data | 13 |
==> Yosys cell counts (all sizes together) <==
| master | n |
|---|---|
| nor4bb | 1 |
| or2b | 1 |
| a2111oi | 9 |
| nor2 | 57 |
| nand3 | 8 |
| nor3 | 4 |
| clkbuf | 9 |
| a311oi | 12 |
| o21ai | 1 |
| o211ai | 3 |
| a211oi | 4 |
| a221oi | 4 |
| inv | 1 |
| mux4 | 80 |
| edfxtp | 468 |
| buf | 37 |
| nand4 | 1 |
| nor3b | 1 |
| and2 | 2 |
| a22oi | 16 |
| o22ai | 13 |
| a21oi | 13 |
| nand3b | 1 |
| mux2i | 93 |
| nand2b | 5 |
| nand2 | 23 |
| nor2b | 11 |
| dfxtp | 13 |
| or3 | 1 |
| a22o | 4 |
| o211a | 1 |
| and2b | 3 |
==> critical path, cell delays in order <==
cell	delay [ns]
clkdlybuf4s50_1	0.58
nor4bb_1	0.40
buf_4	0.22
nand2b_1	0.13
nor2_1	0.49
buf_4	0.30
==> layout make-up <==
class	count	area [um^2]	share of cell area, %
multi-input cells	372	3960	18.5
flip-flops and latches	481	14300	66.7
inverters	1	3.75	0.0175
clock buffers	68	1380	6.43
well taps	600	751	3.50
clock inverters	18	169	0.788
repair buffers	99	865	4.03
==> layout by cell type (no fill, tap or decap), types with 4 or more instances in the layout <==
cell type	instances
mux2i_1	93
buf_4	59
a2111oi_0	9
a22o_1	4
dfxtp_1	13
o22ai_1	13
nand2_1	23
clkbuf_1	12
a311oi_1	12
clkinv_2	4
a21oi_1	13
mux4_1	23
clkinv_1	9
nor2b_1	11
a211oi_1	4
a22oi_1	16
edfxtp_1	468
clkbuf_16	50
nand3_1	8
nand2b_1	5
nor2_1	57
clkdlybuf4s50_1	37
mux4_2	57
clkbuf_8	6
==> per-stage QoR <==
stage	hold WS, ns	util (%)	area (um^2)	worst slack [ns]	std cells
2_1_floorplan	0.719	-	18600	2.74	900
3_3_place_gp	0.796	43.6	19900	2.04	1553
6_report	0.815	47.0	21400	2.70	1639
4_1_cts	0.820	47.0	21400	2.70	1639
5_1_grt	0.842	47.0	21400	2.45	1639
3_5_place_dp	0.807	43.6	19900	2.10	1553
==> routing by layer <==
metal  GRT usage [%]  wire [um]  up-vias  part of all wire, %
li1                -          -     3952                    -
met1            28.4      15700     4533                   38
met2            28.5      19400      439                   47
met3            11.6       5320       76                   13
met4            4.77       1250        0                  3.0
met5               0          0        -                    0
==> cell families (layout without fill, tap and decap cells) <==
logic type	Yosys count	after routing	share of synthesized area (%)
flip-flops	481	481	76.9
AND-OR/OR-AND	80	80	3.19
buffers and inverters	47	186	1.87
multiplexers	173	173	15.1
AND/OR/NAND/NOR	119	119	2.90
==> final timing paths <==
check             slack (ns)  cells after the start       endpoint
setup / recovery        2.70                      6  memory[18][2]
hold / removal          0.82                      4   read_data[1]
setup reg to reg        3.82                      5   read_data[3]
hold reg to reg         0.82                      4   read_data[1]
Power is estimated from default activity; no workload was simulated.
